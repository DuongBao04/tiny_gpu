==> flow/design.v <==
`timescale 1ns / 1ps
module fetcher (
    input clk, reset,
    input wire [2:0] core_state,
    input wire [7:0] current_pc,
    output reg mem_read_request,
    output reg [7:0] mem_read_address,
    input  mem_read_ready,
    input [7:0] mem_read_data,
    output reg [2:0] fetcher_state,
    output reg [15:0] instruction
    );
    always@(posedge clk) begin
        if (reset) begin
            fetcher_state <= 3'd0;
            mem_read_request <= 0;
            mem_read_address <= 0;
            instruction <= {16{1'b0}};
        end else begin
            case (fetcher_state)
                3'd0: begin
                    if (core_state == 3'd1) begin
                        fetcher_state <= 3'd1;
                        mem_read_request <= 1'b1;
                        mem_read_address <= current_pc;
                    end
                end
                3'd1: begin
                    if (mem_read_ready) begin
                        fetcher_state <= 3'd2;
                        instruction <= mem_read_data;
                        mem_read_request <= 1'b0;
                    end
                end
                3'd2: begin
                    if (core_state == 3'd2) begin
                        fetcher_state <= 3'd0;
                    end
                end
            endcase
        end
    end
endmodule
==> flow/run.sh <==
#!/bin/bash
# OpenROAD 26Q1-2900-gdf79404cd8, Yosys 0.63+post, stock flow scripts
make -C /OpenROAD-flow-scripts/flow DESIGN_CONFIG=/design/flow/config.mk WORK_HOME=/design/flow/orfs finish
==> flow/config.mk <==
export PLATFORM = sky130hd
export DESIGN_NAME = fetcher
export DESIGN_NICKNAME = fetcher
export VERILOG_FILES = /design/flow/design.v
export SDC_FILE = /design/flow/constraint.sdc
export NUM_CORES = 4
export LEC_CHECK = 1
export CORE_AREA = 10 10 93 93
export DIE_AREA = 0 0 103 103
==> flow/constraint.sdc <==
current_design fetcher

set clk_period 3.1
set clk_io_pct 0.2

create_clock -name clk0 -period $clk_period [get_ports {clk}]

set non_clock_inputs [all_inputs -no_clocks]
set_input_delay [expr $clk_period * $clk_io_pct] -clock clk0 $non_clock_inputs
set_output_delay [expr $clk_period * $clk_io_pct] -clock clk0 [all_outputs]
==> out/summary.log <==
qor: status.status finished clean
qor: timing.clock-skew-final 0.00474 ns
qor: clock_tree.postCtsSetupRepairBufs 0
qor: setup_path.cp.buffers_inverters 1
qor: clock_tree.cts_hold_buffers 0
qor: detailed_routing.viasPerCell 3.56
qor: floorplan.num_io_pins 50
qor: setup_path.worstSetupStartpointType input port
qor: logic_synthesis.asyncSetResetFlopFracSynth 0%
qor: logic_synthesis.numSynthFlops 19
qor: final_layout.num-fill-cells 746
qor: global_route.globalRoute.busiestLayer met2
qor: logic_synthesis.synth_cell_type_count 21
qor: setup_path.worstPathRequired 3.25 ns
qor: global_route.gr-total-overflow 0
qor: min_path.worst_hold_start instruction[1]
qor: global_route.grt_pass1_wl 3830 um
qor: logic_synthesis.synth_top_flop_cell sky130_fd_sc_hd__dfxtp_1
qor: timing.fin_tns_setup 0 ns
qor: final_layout.layout-drive-gt1-share 6.80%
qor: power_and_ir_drop.power.density 531 nW/um2
qor: global_route.gr-usage-all-layers 4.64%
qor: clock_tree.cts-buffers-inserted 3
qor: logic_synthesis.synth.yosys.warnings 1
qor: timing.final.min_clock_period 2.09 ns
qor: clock_tree.worst_setup_hold_path_clk_slew 0.08 ns
qor: detailed_routing.drc_violation_count_after_routing 0
qor: placement.rd_place_congestion 0.710
qor: placement.port-buffer-count 40
qor: detailed_routing.routed_wirelength 2610 um
qor: timing.timing.final.crit_share 67.5%
qor: floorplan.initCoreUtil 13.1%
qor: detailed_routing.firstDrtPassIters 4
qor: final_layout.area.combinational 435 um2
qor: power_and_ir_drop.power.ir.vdd_worst 115 uV
qor: logic_synthesis.synth_area_per_inst 8.26 um2
qor: placement.hpwl 2080 um
qor: clock_tree.post_cts.resized_instances 0
qor: setup_path.cp_top_family buffers and inverters
qor: final_layout.storage_element_area 380 um2
qor: global_route.use_met1 5.01%
qor: clock_tree.number_of_levels_in_the_clock_h_tree 1
qor: job.log.warning_count 28
qor: global_route.use_met2 8.19%
qor: setup_path.reg2reg_from fetcher_state[1]
qor: floorplan.placement_rows 30
qor: setup_path.critical-path-slowest-cell sky130_fd_sc_hd__clkdlybuf4s50_1
qor: floorplan.die_h 103 um
qor: global_route.vias_in_the_first_global_route 781
qor: clock_tree.cts_max_path_buffers 2
qor: detailed_routing.postRouteAntennaNets 0
qor: setup_path.timing_worst_setup_path_type input port to flip-flop
qor: final_layout.final_layout_top_logic_cells 40 x sky130_fd_sc_hd__clkdlybuf4s50_1, 26 x sky130_fd_sc_hd__nand2_1, 19 x sky130_fd_sc_hd__dfxtp_1
qor: global_route.grt_antenna_before_repair 0
qor: setup_path.critical_path.max_stage_delay 0.48 ns
qor: timing.final-hold-violation-count 0
qor: clock_tree.clockRootBuffer sky130_fd_sc_hd__clkbuf_8
qor: global_route.largest_net_degree_at_the_start_of_global_routing 13
qor: global_route.global_route.usage.met3 2.57%
qor: min_path.holdCritPathClass flip-flop to flip-flop
qor: logic_synthesis.netlist_area 883 um2
qor: timing.unrepaired_setup_endpoints_after_global_routing false
qor: clock_tree.clock_latency 0.26 ns
qor: floorplan.design.die.area 10600 um2
qor: setup_path.cp_cell_sequence clkdlybuf4s50_1 > or3b_4 > a2111oi_4 > mux2_4
qor: setup_path.path_max_fanout 2
qor: detailed_routing.detailroute.via_count 807
qor: power_and_ir_drop.cellLeakagePower 0.488 nW
qor: detailed_routing.inserted_diodes 0
qor: job.drv.max_cap_violation_count 0
qor: logic_synthesis.yosysChipArea 883 um2
qor: timing.timing.final.max_slew_violations 0
qor: floorplan.core 6760 um2
qor: setup_path.critical_path_source core_state[1]
qor: logic_synthesis.postSynthCellCount 107
qor: final_layout.area.growth.synth_to_final 57.2%
qor: logic_synthesis.yosys-stat-cells 107
qor: logic_synthesis.seq_area_frac_synth 43.1%
qor: timing.setup_viol_count_final 0
qor: timing.timing.fmax 478 MHz
qor: logic_synthesis.enable_flop_cells 0
qor: power_and_ir_drop.total_power_consumption 0.737 mW
qor: detailed_routing.wl_per_cell 11.5 um
qor: floorplan.die_boundary_width 103 um
qor: clock_tree.cts_num_sinks 19
qor: setup_path.critPathCaptureType flip-flop
qor: setup_path.worst_ep_arrival_time 2.24 ns
qor: detailed_routing.drt_first_iter_violations 19
qor: clock_tree.cts_tree done
qor: final_layout.layout_top_cell sky130_fd_sc_hd__clkdlybuf4s50_1
[stage by stage]
step           hold WS, ns  cell area, um2  utilization [%]  cells  setup slack, ns
2_1_floorplan        0.422             913                -    115             1.25
3_3_place_gp         0.442            1340             19.9    223            0.742
3_5_place_dp         0.447            1340             19.9    223            0.730
4_1_cts              0.459            1390             20.6    227             1.02
5_1_grt              0.471            1390             20.6    227            0.997
6_report             0.456            1390             20.6    227             1.01
[cell usage after synthesis, types with 2 or more instances]
library cell | instances | area share [%]
sky130_fd_sc_hd__nand2_1 | 26 | 11
sky130_fd_sc_hd__dfxtp_1 | 19 | 43
sky130_fd_sc_hd__a21oi_1 | 16 | 9.1
sky130_fd_sc_hd__buf_4 | 9 | 7.6
sky130_fd_sc_hd__nand3_1 | 8 | 4.5
sky130_fd_sc_hd__clkbuf_1 | 5 | 2.1
sky130_fd_sc_hd__ha_1 | 4 | 5.7
sky130_fd_sc_hd__nor2_1 | 4 | 1.7
sky130_fd_sc_hd__inv_1 | 3 | 1.3
sky130_fd_sc_hd__nand2b_1 | 2 | 1.4
[logic make-up (layout without fill, tap and decap cells)]
| family | Yosys count | in the layout | share of synthesized area [%] |
|---|---|---|---|
| AOI/OAI and AO/OA | 20 | 20 | 14.2 |
| adders and majority gates | 4 | 4 | 5.67 |
| buffers and inverters | 17 | 49 | 11.0 |
| DFF | 19 | 19 | 43.1 |
| muxes | 2 | 2 | 2.83 |
| other | 1 | 9 | 0.425 |
| and+or+nand+nor | 44 | 44 | 22.8 |
[worst paths after layout]
check                     end  slack, ns  depth (start not counted)
min reg2reg    instruction[1]       0.46                          2
min            instruction[1]       0.46                          2
max reg2reg  fetcher_state[0]       1.31                          5
max          fetcher_state[0]       1.01                          4
[state kept, by name, indices dropped and copies added (netlist names)]
| register | count |
|---|---|
| mem_read_request | 1 |
| instruction | 8 |
| mem_read_address | 8 |
| fetcher_state | 2 |
[cell type report]
type	count	area share, %
inverters	3	0.811
clock buffers	3	2.97
clock inverters	1	0.360
flip-flops and latches	19	27.4
well taps	80	7.21
multi-input cells	79	31.4
repair buffers	42	29.9
[layer usage]
metal  vias up  wire length (um)  share of wire (%)
li1        417                 -                  -
met1       357               972                 37
met2        33              1300                 50
met3         0               340                 13
met4         0                 0                  0
met5         -                 0                  0
[power by group]
part | switching [mW] | total, mW | internal (mW)
Sequential | 0.0215 | 0.296 | 0.274
Combinational | 0.118 | 0.265 | 0.147
Clock | 0.0876 | 0.177 | 0.0893
Total | 0.227 | 0.737 | 0.510
[worst reg2reg max path, stage by stage (launching register included)]
cell,delay (ns)
sky130_fd_sc_hd__dfxtp_1,0.42
sky130_fd_sc_hd__inv_1,0.09
sky130_fd_sc_hd__ha_1,0.36
sky130_fd_sc_hd__nor2b_1,0.24
sky130_fd_sc_hd__a2111oi_4,0.26
sky130_fd_sc_hd__mux2_4,0.33
Power and IR drop assume default switching activity.
