## design/flow/design.v

```verilog
`timescale 1ns / 1ps
module alu(
    input clk, reset, enable,
    input [1:0] ALUControl,
    input [2:0] core_state,
    input [7:0] rs,
    input [7:0] rt,
    output reg [7:0] alu_out
    );
    always@(posedge clk) begin
        if (reset) begin
            alu_out <= 8'b0;
        end else if (enable && core_state == 3'd5) begin
            case (ALUControl) 
                2'd0: begin 
                    alu_out <= rs + rt;
                end
                2'd1: begin 
                    alu_out <= rs - rt;
                end
                2'd2: begin 
                    alu_out <= rs * rt;
                end
                2'd3: begin 
                    alu_out <= rs / rt;
                end
            endcase
        end
    end
endmodule
```

## design/flow/run.sh

```bash
#!/bin/bash
# OpenROAD 26Q1-2900-gdf79404cd8, Yosys 0.63+post, stock flow scripts
make -C /OpenROAD-flow-scripts/flow DESIGN_CONFIG=/design/flow/config.mk WORK_HOME=/design/flow/orfs finish
```

## design/flow/config.mk

```make
export PLATFORM = sky130hd
export DESIGN_NAME = alu
export DESIGN_NICKNAME = alu
export VERILOG_FILES = /design/flow/design.v
export SDC_FILE = /design/flow/constraint.sdc
export NUM_CORES = 4
export LEC_CHECK = 1
export CORE_UTILIZATION = 30
```

## design/flow/constraint.sdc

```tcl
current_design alu

set clk_period 12.0
set clk_io_pct 0.2

create_clock -name clk0 -period $clk_period [get_ports {clk}]

set non_clock_inputs [all_inputs -no_clocks]
set_input_delay [expr $clk_period * $clk_io_pct] -clock clk0 $non_clock_inputs
set_output_delay [expr $clk_period * $clk_io_pct] -clock clk0 [all_outputs]
```

==> reports/metrics.yaml <==
drc: 0
avgRoutedWirePerCell_um: 13.7
postCtsHoldBufs: 0
ir_worst_vdd_mv: 0.0501
warning_count: 31
yosys_area_um2: 3330
critPathSlowestCell: "or4b_4"
edf_count: 0
most_common_cell: "ha_1"
worstMarginPinSlew_ns: 0.576
cts.sinks: 8
critPathTopFamily: "AND-OR/OR-AND gates"
drt-total-wl_um: 9580
placed_cell_area_um2: 4420
path_max_fanout: 5
top_cells_by_count: "ha_1, nor2_1, inv_1"
first_pass_iters: 4
drive_gt1_share_pct: 29.4
max_cap_viol_count: 0
syn_area_per_cell_um2: 7.68
area_growth_pct: 44.5
hold_viol_final: 0
slew_headroom_pct: 61.5
fin_ws_ns: 0.467
ant_nets: 0
io_buffers: 31
regMostFlops: "alu_out"
yosysWarnings: 1
regArea_um2: 160
grt_setup_unrepaired: "true"
ys_seq_share_pct: 4.81
slew_viol_final: 0
die_x_um: 107
netlist.area_leader.share_pct: 24.1
grt.total_usage_pct: 17.6
cts_root_buf: "clkbuf_8"
p_leak_nw: 2.25
crit_buf_inv: 4
fin_crit_sh_pct: 96.1
first_iter_violations: 86
crit_path_end_kind: "flip-flop"
whs_ns: 0.448
viasPerCell: 5.01
clock_skew_ns: 0
cts.clk_slew.worst_paths_ns: 0.04
fin_area_um2: 4810
fin_util_pct: 44.3
power-per-cell-area_nw_per_um2: 70.4
startpoint_type: "input port"
crit_required_ns: 12.10
slowest_delay_ns: 0.47
vias: 3497
reg_top3: "alu_out x8"
core_util_floorplan_pct: 30.7
core_um2: 10800
place.detailed.hpwl_um: 7720
synth_flops: 8
largest_register_ffs: 8
cts_made_buffers: 3
syn_inst: 433
fmax_ghz: 0.0867
critPathKind: "in -> reg"
die_h_um: 107
dieArea_um2: 11500
top_cells_by_area: "ha_1, fa_1, xnor2_1"
outcome: "finished, final reports clean"
n_fill_cell: 1045
antennaDiodeCount: 0
cts_tree: "yes"
synth-async-reset-ratio_pct: 0
hold_class: "reg -> reg"
setup_viol: 0
grt_pass1_vias: 3415
yosysUniqueCellTypes: 61
cts_buffer_depth: 2
critPathMostFrequentCell: "o21a_1"
ys.flop_type: "dfxtp_1"
row_count: 38
period_minus_slack_ns: 11.53
grt_overflow: 0
pin_count: 32
placement.setup.worst_slack_ns: -0.541
grt_pass1_wl_um: 16100
antenna_found_initial: 0
grt_max_degree: 18
yosys.area.top_type: "ha_1"
worstSkewPairLatency_ns: 0.22
ys_cells: 433
comb_area_um2: 3170
finalWeightedCongestion: 0.890
htree_levels: 1
arrival_ns: 11.63
syn-cell-area_um2: 3330
-- layout by cell type, fill, tap and decap left out, types with 3 or more instances in the layout --
master	synthesis	layout
a21oi_1	21	16
mux2i_1	4	4
a21o_1	10	10
o211ai_1	6	6
nor2b_1	6	6
o21ai_1	1	4
buf_4	1	101
mux2_2	5	5
and2_1	8	8
or3_1	5	5
dfxtp_1	8	8
buf_6	1	4
fa_1	13	13
xnor2_1	25	25
inv_1	40	37
ha_1	64	56
clkbuf_8	0	3
a21oi_2	0	5
dlymetal6s2s_1	0	4
clkbuf_2	1	4
nor2_1	47	45
clkdlybuf4s50_1	0	22
o21a_1	14	14
xor2_1	10	10
o21ai_0	26	16
nand2_1	23	22
ha_4	0	7
o21ai_2	0	6
nor3_1	16	16
nand3_1	7	6
a31oi_1	4	3
a211oi_1	4	3
-- stage by stage --
stage	total power, mW	instances	TNS (ns)
CTS	0.319	682	0
detailed placement	0.283	674	-0.541
floorplan	0.198	433	0
finish	0.339	698	0
global route	0.376	698	-0.134
global placement	0.282	674	-0.362
-- worst register-to-register path, stage by stage (launching register included) --
cell and delay [ns]:
dfxtp_1 0.31, o21ai_0 0.17, o22ai_1 0.10
-- power by group --
group,switching [mW],total (mW),internal [mW]
Clock,0.00971,0.0314,0.0217
Combinational,0.134,0.279,0.145
Sequential,0.000550,0.0283,0.0278
-- area by class of cell --
class | count | share of cell area, %
inverters | 40 | 3.20
well taps | 140 | 3.64
multi-input cells | 371 | 65.9
flip-flops and latches | 8 | 3.33
repair buffers | 136 | 23.1
clock buffers | 3 | 0.859
-- metal layers --
layer | track usage (%) | wire length [um]
met4 | 2.54 | 102
met5 | 0 | 0
met1 | 25.7 | 4740
met3 | 1.23 | 419
met2 | 29.2 | 4310
-- cells by family after synthesis --
kind of cell               Yosys count  share of synthesized area [%]
xor gates and xnor gates            35                           9.21
adders and majority gates           77                           31.9
AOI/OAI and AO/OA                  109                           22.2
and+or+nand+nor                    139                           21.6
muxes                               11                           3.80
buffers and inverters               54                           6.54
DFF                                  8                           4.81
-- repair_timing --
action / CTS / global route
pin swaps: 7 / 39
endpoints found under the hold margin: 0 / 0
setup buffers: 5 / 16
gates resized: 3 / 58
endpoints found under the setup margin: 1 / 1
-- final timing paths --
| check | cells after the start | startpoint | slack, ns | endpoint |
|---|---|---|---|---|
| max | 48 | rt[6] | 0.47 | alu_out[0] |
| min | 2 | alu_out[1] | 0.45 | alu_out[1] |
| max reg2reg | 2 | alu_out[0] | 11.29 | alu_out[0] |
| min reg2reg | 2 | alu_out[1] | 0.45 | alu_out[1] |
Power figures rest on the tool's default switching activity, not on a simulated workload.
