===== /design/flow/run.sh =====
#!/bin/bash
# OpenROAD 26Q1-2900-gdf79404cd8, Yosys 0.63+post, stock flow scripts
make -C /OpenROAD-flow-scripts/flow DESIGN_CONFIG=/design/flow/config.mk WORK_HOME=/design/flow/orfs finish

===== /design/flow/config.mk =====
export PLATFORM = sky130hd
export DESIGN_NAME = lsu
export DESIGN_NICKNAME = lsu
export VERILOG_FILES = /design/flow/design.v
export SDC_FILE = /design/flow/constraint.sdc
export NUM_CORES = 4
export LEC_CHECK = 1
export CORE_UTILIZATION = 30

===== /design/flow/constraint.sdc =====
current_design lsu

set clk_period 2.2
set clk_io_pct 0.2

create_clock -name clk0 -period $clk_period [get_ports {clk}]

set non_clock_inputs [all_inputs -no_clocks]
set_input_delay [expr $clk_period * $clk_io_pct] -clock clk0 $non_clock_inputs
set_output_delay [expr $clk_period * $clk_io_pct] -clock clk0 [all_outputs]

===== /design/flow/design.v =====
`timescale 1ns / 1ps
module lsu(
    input clk, reset, enable, 
    input wire [2:0] core_state,
    input wire MemRead,
    input wire MemWrite,
    input wire [7:0] rs,
    input wire [7:0] rt,
    output reg mem_read_request,
    output reg [7:0] mem_read_address,
    input wire mem_read_ready,
    input wire [7:0] mem_read_data,
    output reg mem_write_request,
    output reg [7:0] mem_write_address,
    output reg [7:0] mem_write_data,
    input wire mem_write_ready,
    output reg [1:0] lsu_state,
    output reg [7:0] lsu_out
    );
    always@(posedge clk) begin
        if (reset) begin
        end else if (enable) begin
            if (MemRead) begin
                case (lsu_state)
                    2'd0: begin
                        if (core_state == 3'd3) begin
                            lsu_state <= 2'd1;
                        end
                    end
                    2'd1: begin
                        mem_read_request <= 1;
                        mem_read_address <= rs;
                        lsu_state <= 2'd2;
                    end
                    2'd2: begin
                        if (mem_read_ready) begin
                            mem_read_request <= 1;
                            lsu_out <= mem_read_data;
                            lsu_state <= 2'd3;
                        end
                    end
                    2'd3: begin
                        if (core_state == 3'd6) begin
                            lsu_state <= 2'd0;
                        end
                    end
                endcase
            end
            if (MemWrite) begin
                case (lsu_state)
                    2'd0: begin
                        if (core_state == 3'd3) begin
                            lsu_state <= 2'd1;
                        end
                    end
                    2'd1: begin 
                        mem_write_request <= 1;
                        mem_write_address <= rs;
                        mem_write_data <= rt;
                        lsu_state <= 2'd2;
                    end
                    2'd2: begin
                        if (mem_write_ready) begin
                            mem_write_request <= 0;
                            lsu_state <= 2'd3;
                        end
                    end    
                    2'd3: begin
                        if (core_state == 3'd6) begin
                            lsu_state <= 2'd0;
                        end
                    end
                endcase            
            end
        end
    end
endmodule

==> impl_metrics.yaml <==
# implementation run metrics
critical_path:
  crit_type: "reg2reg"
  cp-end-kind: "flop"
  arrival_ns: 1.74
  path_cells: "inv_1 -> ha_1 -> and3_1 -> and2_1"
  cp.required_ns: 2.15
  worst_path_largest_cell_delay_ns: 0.47
  start_kind: "flop"
  cp_top_family: "simple AND/OR/NAND/NOR gates"
  worst-path-buf-inv: 1
  crit_fanout: 8
  slowest_stage: "edfxtp_1"
power:
  finalPower_mw: 1.404
  vdd_drop_max_uv: 342.7
  power_density_nw_per_um2: 657.9
  power_leakage_nw: 0.7492
global_route:
  antenna_found_initial: 0
  grt_pass1_vias: 815
  grt_util_all_layers_pct: 11.42
  grt_pass1_wl_mm: 3.629
  grt_max_degree: 17
  overflow: 0
place:
  dp.cells: 185
  placed_area_um2: 2027
  portBuffers: 68
  dpl.hpwl_mm: 1.866
  gp_congestion: 0.7791
  dp_slack_ns: 0.3020
yosys:
  top_area_share_pct: 81.87
  yosys_warnings: 1
  synth.distinct_cells: 23
  ys.flops: 35
  syn_avg_cell_area_um2: 19.16
  post-synth-top-area-cell: "edfxtp_1"
  area_leaders: "edfxtp_1, ha_1, and3_2"
  syn_inst: 67
  synth_area_um2: 1284
  yosys_area_um2: 1284
  yosys_cells: 67
  yosys.stat.seqShare_pct: 81.87
final_layout:
  fillers: 321
  drive_gt1_share_pct: 6.993
  logic_area_um2: 210.2
  fin_area_um2: 2135
  fin_util_pct: 52.61
  seqCellArea_um2: 1051
  area_growth_pct: 66.28
  fin_cells: 193
final_timing:
  max_freq_mhz: 556.8
  fin_ws_ns: 0.4042
  fin_crit_ns: 1.796
  finalSetupTns_ns: 0
  clock_skew_ns: 0.007020
  fin_crit_sh_pct: 81.63
  rsz0062_at_grt: "no"
  holdWs_ns: 0.7142
  drv_slew: 0
  setup_viol: 0
  finalHoldViolations: 0
status:
  status: "finished clean"
clocking:
  cts_hold_buf: 0
  cts_resized: 0
  cts_tree: "yes"
  cts.sinks: 35
  cts_root_buf: "clkbuf_8"
  clock_path_buffers: 2
  clk_latency_ns: 0.28
  htreeDepth: 2
  cts-buffers-inserted: 5
  clk_pin_slew_ns: 0.07
  post_cts_buffers: 0
route:
  ant_nets: 0
  insertedDiodeCount: 0
  drt-pass1-iter-count: 4
  drt-initial-drc-count: 64
  drcViolationCount: 0
  viasPerCell: 4.591
  wl_per_cell_um: 13.04
  wirelength_mm: 2.516
  num_vias: 886
flow_run:
  maxCapViolCount: 0
  warnings: 28
floorplan:
  rows: 23
  core_area_um2: 4058
  fp.dieH_um: 67.42
  chipArea_um2: 4545
  initCoreUtil_pct: 31.64
  ios: 70
  die_w_um: 67.42
hold_path:
  hp-class: "in2reg"
==> synthesized netlist by cell type <==
cell,count
ha_1,4
o2111a_1,1
inv_1,4
a22oi_1,1
conb_1,1
and3_2,2
nand3_1,1
nor2b_1,1
buf_4,1
o21a_1,1
o41a_1,1
a211oi_1,1
nand3b_1,2
and3_1,1
o22ai_1,2
and4b_1,1
o21ai_0,1
a311oi_1,1
nor2_1,2
o2111ai_1,1
nor3_1,1
edfxtp_1,35
and2_1,1
==> kinds of logic (layout without fill, tap and decap cells) <==
group | after synthesis | after routing | share of synthesized area (%)
other | 1 | 1 | 0.2921
adders and majority gates | 4 | 4 | 3.899
and+or+nand+nor | 12 | 12 | 5.945
AOI/OAI and AO/OA | 10 | 10 | 6.238
buffers and inverters | 5 | 81 | 1.754
DFF | 35 | 35 | 81.87
==> routing by layer <==
metal	vias to the layer above	part of all wire (%)	global-route usage, %
met5	-	0	0
met2	67	46	17.88
met3	2	12	3.767
met4	0	0.79	2.128
li1	414	-	-
met1	403	40	16.55
==> placed cells by master, fill, tap and decap left out <==
| cell type | synthesis | layout |
|---|---|---|
| clkdlybuf4s50_1 | 0 | 68 |
| edfxtp_1 | 35 | 35 |
| clkbuf_8 | 0 | 5 |
| inv_1 | 4 | 4 |
| ha_1 | 4 | 4 |
| nand3b_1 | 2 | 2 |
| nor2_1 | 2 | 2 |
| o22ai_1 | 2 | 2 |
| and3_2 | 2 | 2 |
| a211oi_1 | 1 | 1 |
| and3_1 | 1 | 1 |
| and4b_1 | 1 | 1 |
| nand3_1 | 1 | 1 |
| o21ai_0 | 1 | 1 |
| o2111ai_1 | 1 | 1 |
| nor2b_1 | 1 | 1 |
| o2111a_1 | 1 | 1 |
| and2_1 | 1 | 1 |
| o41a_1 | 1 | 1 |
| o21a_1 | 1 | 1 |
| nor3_1 | 1 | 1 |
| a311oi_1 | 1 | 1 |
| a22oi_1 | 1 | 1 |
| conb_1 | 1 | 1 |
| bufinv_16 | 0 | 1 |
| clkinv_1 | 0 | 1 |
| clkinv_2 | 0 | 1 |
| buf_4 | 1 | 1 |
==> sequential cells by signal (all words and copies together) (netlist names) <==
register	flops
mem_read_address	8
lsu_state	2
mem_write_data	8
lsu_out	8
mem_write_request	1
mem_write_address	8
==> power by group <==
| part | internal, mW | switching [mW] |
|---|---|---|
| registers | 0.745 | 0.00451 |
| clock network | 0.331 | 0.208 |
| logic | 0.0791 | 0.0369 |
==> worst paths after layout <==
check                    startpoint  slack [ns]                endpoint  cells after the start
max          lsu_state[0]$_DFFE_PP_        0.40    lsu_out[7]$_DFFE_PP_                      4
min                mem_read_data[5]        0.71    lsu_out[5]$_DFFE_PP_                      1
max reg2reg  lsu_state[0]$_DFFE_PP_        0.40    lsu_out[7]$_DFFE_PP_                      4
min reg2reg  lsu_state[0]$_DFFE_PP_        0.77  lsu_state[0]$_DFFE_PP_                      2
==> final cells by class <==
| cell class | count | share of cell area [%] |
|---|---|---|
| flip-flops and latches | 35 | 49.24 |
| well taps | 50 | 2.931 |
| multi-input cells | 27 | 9.848 |
| clock inverters | 3 | 1.817 |
| clock buffers | 5 | 3.224 |
| repair buffers | 69 | 32.24 |
| inverters | 4 | 0.7034 |
Power and IR drop assume default switching activity.
